==> flow/design.v <==
package mips_pkg;
parameter ADDRESS_32_W = 32;
parameter DATA_32_W = ADDRESS_32_W;
parameter INSTR_32_W  = 32;
parameter REG_ADDR_W = 5;
parameter INSTR_OPCODE_W = 6;
parameter FUNCT3_W = 3;
parameter FUNCT7_W = 7;
parameter U_IMM_W = 25;
parameter PC_CNT_ADDR_WIDTH = 1024 ;
parameter PC_CNT_ADDR_SIZE = $clog2(PC_CNT_ADDR_WIDTH);
parameter GPIO_BYTE = 8;
parameter CLK_DIV_NAT = 4; 
parameter CLK_DIV = $clog2(CLK_DIV_NAT) ;  
parameter STACK_UPPER   = 32'h7fffeffc;
parameter TEXT_LOWER    = 32'h00400000;
parameter DATA_LOWER    = 32'h10010000;
parameter MMIO_LOWER    = 32'hffff0000;
typedef logic [REG_ADDR_W - 1:0] t_register_addr; 
typedef logic [ADDRESS_32_W - 1:0] t_pc_addr;
typedef struct packed {
    logic [6:0] funct7;
    logic [2:0] funct3;
    logic [6:0] opcode;
} t_current_operation;
parameter INST_OPCODE_MSB       = 6;
parameter INST_RD_LSB           = INST_OPCODE_MSB + 1;                   
parameter INST_RD_MSB           = INST_RD_LSB + REG_ADDR_W - 1;          
parameter INST_FUNCT3_LSB       = INST_RD_MSB + 1;                       
parameter INST_FUNCT3_MSB       = INST_FUNCT3_LSB + FUNCT3_W - 1;        
parameter INST_RS1_LSB          = INST_FUNCT3_MSB + 1;                   
parameter INST_RS1_MSB          = INST_RS1_LSB + REG_ADDR_W - 1;         
parameter INST_RS2_LSB          = INST_RS1_MSB + 1;                      
parameter INST_RS2_MSB          = INST_RS2_LSB + REG_ADDR_W - 1;         
parameter INST_FUNCT7_LSB       = INST_RS2_MSB + 1;                      
parameter INST_FUNCT7_MSB       = INST_FUNCT7_LSB + FUNCT7_W - 1;             
typedef enum logic [3:0] {
    ALU_ADD,     
    ALU_SUB,     
    ALU_SLL,     
    ALU_SLT,     
    ALU_ABS,     
    ALU_XOR,     
    ALU_SRL,     
    ALU_SRA,     
    ALU_OR,      
    ALU_AND      
} t_alu_opcode;
	parameter ZERO        = 6'b0;
	parameter ADD 		= 6'b100000;
	parameter AND 		= 6'b100100;
	parameter MULT        = 6'b011000;
	parameter MULTU       = 6'b011001;
	parameter OR          = 6'b100101;
	parameter SLT	        = 6'b101010;
	parameter SUB	        = 6'b100010;
	parameter XOR         = 6'b100110;
	parameter ADDI		= 6'b001000;
	parameter ADDIU		= 6'b001001;
	parameter BEQ 		= 6'b000100;
	parameter LW          = 6'b100011;
	parameter SW          = 6'b101011;
	parameter JUMP		= 6'b000010;
	parameter ABS         = 6'b100001;
typedef enum logic [INSTR_OPCODE_W-1:0] {
    NEM_ZERO        = 6'b0,
    NEM_ADD 		= 6'b100000,
    NEM_AND 		= 6'b100100,
    NEM_MULT        = 6'b011000,
    NEM_MULTU       = 6'b011001,
    NEM_OR          = 6'b100101,
    NEM_SLT	        = 6'b101010,
    NEM_SUB	        = 6'b100010,
    NEM_XOR         = 6'b100110,
    NEM_ADDI		= 6'b001000,
    NEM_ADDIU		= 6'b001001,
    NEM_BEQ 		= 6'b000100,
    NEM_LW          = 6'b100011,
    NEM_SW          = 6'b101011,
    NEM_JUMP		= 6'b000010,
    NEM_ABS         = 6'b100001
} t_instr_pnmen;
typedef enum {
    OP_ADD, 
    OP_SUB, 
    OP_XOR, 
    OP_OR, 
    OP_AND, 
    OP_SLL, 
    OP_SRL, 
    OP_SRA, 
    OP_SLT, 
    OP_SLTU,
    OP_ADDI, 
    OP_XORI, 
    OP_ORI, 
    OP_ANDI, 
    OP_SLLI, 
    OP_SRLI, 
    OP_SRAI, 
    OP_SLTI,
    OP_SLTIU, 
    OP_LB, 
    OP_LH, 
    OP_LW, 
    OP_LBU, 
    OP_LHU, 
    OP_JALR, 
    OP_ECALL, 
    OP_EBREAK,
    OP_SB, 
    OP_SH, 
    OP_SW,
    OP_BEQ, 
    OP_BNE, 
    OP_BLT, 
    OP_BGE, 
    OP_BLTU, 
    OP_BGEU,
    OP_JAL,
    OP_LUI, 
    OP_AUIPC,
    OP_NA
} t_instr_nmemonic;
typedef enum logic[REG_ADDR_W-1:0] { 
    ZZERO    = 5'd0,
    RA      = 5'd1,
    SP      = 5'd2,
    GP      = 5'd3,
    TP      = 5'd4,
    T0      = 5'd5,
    T1      = 5'd6,
    T2      = 5'd7,
    S0      = 5'd8,
    S1      = 5'd9,
    A0      = 5'd10,
    A1      = 5'd11,
    A2      = 5'd12,
    A3      = 5'd13,
    A4      = 5'd14,
    A5      = 5'd15,
    A6      = 5'd16,
    A7      = 5'd17,
    S2      = 5'd18,
    S3      = 5'd19,
    S4      = 5'd20,
    S5      = 5'd21,
    S6      = 5'd22,
    S7      = 5'd23,
    S8      = 5'd24,
    S9      = 5'd25,
    S10     = 5'd26,
    S11     = 5'd27,
    T3      = 5'd28,
    T4      = 5'd29,
    T5      = 5'd30,
    T6      = 5'd31
} t_instr_register;
parameter DATA_MAPPING_STACK_DIV = 512 / 2;
parameter MEM_MAP_STACK_UPPER_LIMIT = STACK_UPPER;                                      
parameter MEM_MAP_STACK_LOWER_LIMIT = MEM_MAP_STACK_UPPER_LIMIT - DATA_MAPPING_STACK_DIV;        
parameter MEM_MAP_DATA_LOWER_LIMIT = DATA_LOWER;
parameter MEM_MAP_DATA_UPPER_LIMIT = MEM_MAP_DATA_LOWER_LIMIT + DATA_MAPPING_STACK_DIV - 1;     
parameter MEM_MAP_TEXT_LOWER_LIMIT = TEXT_LOWER;
parameter MEM_MAP_TEXT_UPPER_LIMIT = MEM_MAP_TEXT_LOWER_LIMIT + 1024;
parameter MEM_MAP_MMIO_UPPER_LIMIT = MMIO_LOWER + 64;
parameter MEM_MAP_MMIO_LOWER_LIMIT = MMIO_LOWER;
endpackage
module fullAdder(
	input [31:0] A,
	input [31:0] B,
	input [3:0] add,
	output logic [31:0] resAdd);
	parameter SUMA       = 0;
	parameter RESTA      = 1;
	parameter ABS		   = 2;
	parameter IGUAL      = 3;
	parameter AND        = 4;
	parameter OR         = 5;
	parameter XOR        = 6;
	parameter SLT        = 7;
	reg Cin;
	reg [3:0] B2;
	wire [3:0] S;
	always_comb begin				 
		case(add)
			SUMA:			resAdd = A + B;
			RESTA:		resAdd = A - B;
			IGUAL: 		resAdd = A;
			AND:			resAdd = A & B;
			OR:			resAdd = A | B;
			XOR:			resAdd = A ^ B;
			SLT:			resAdd = A < B;
			ABS: 			begin
				if (A[31]==0)
					resAdd = A;
				else 
					resAdd = ~A + 1;
			end
			default: 	resAdd = A + B;	
		endcase
	end
endmodule
==> flow/run.sh <==
#!/bin/bash
# OpenROAD 26Q1-2900-gdf79404cd8, Yosys 0.63+post, stock flow scripts
make -C /OpenROAD-flow-scripts/flow DESIGN_CONFIG=/design/flow/config.mk WORK_HOME=/design/flow/orfs finish
==> flow/config.mk <==
export PLATFORM = sky130hd
export DESIGN_NAME = fullAdder
export DESIGN_NICKNAME = fullAdder
export VERILOG_FILES = /design/flow/design.v
export SDC_FILE = /design/flow/constraint.sdc
export NUM_CORES = 4
export LEC_CHECK = 1
export CORE_UTILIZATION = 40
==> flow/constraint.sdc <==
current_design fullAdder

set clk_period 14.4
set clk_io_pct 0.2

create_clock -name clk0 -period $clk_period

set non_clock_inputs [all_inputs -no_clocks]
set_input_delay [expr $clk_period * $clk_io_pct] -clock clk0 $non_clock_inputs
set_output_delay [expr $clk_period * $clk_io_pct] -clock clk0 [all_outputs]
==> run_results.csv <==
group,metric,value,unit
synthesis,yosysSeqAreaShare,0,%
route,drt_drc_violations_left,0,
place,globalplace.congestion,0.9810,
place,place_ws,4129,ps
critical_path,cp_data_required_time,11520,ps
global_route,grt_antenna_before_repair,0,
layout,clockBufferCount,0,
place,io_buffers,100,
critical_path,worst_setup_sp_type,"input port",
die,chipHeight,122.5,um
critical_path,worst_setup_ep_type,"output port",
global_route,grt.met3_usage,1.708,%
synthesis,netlist_instances,896,
clock_tree,post-cts-setup-buffer-count,0,
final_timing,final.setup.tns,0,ps
critical_path,critical_path.max_stage_delay,590,ps
clock_tree,hold_buf_count_cts,0,
global_route,global_route_usage_over_all_layers,28.61,%
layout,filler_cell_count,1370,
layout,numSequentialCells,0,
synthesis,syn_avg_cell_area,6.481,sq um
route,routedWlPerCell,18.64,um
flow_run,tool_warnings,96,
die,ioPinCount,100,
power,p_leak,3.015,nW
synthesis,yosysUniqueCellTypes,75,
route,detailedRoute.firstIterationViolations,656,
final_timing,number_of_failing_setup_endpoints_in_the_final_timing_report,0,
synthesis,syn-cell-area,5807,sq um
power,cellPowerDensity,39.88,nW/um^2
critical_path,arrival,7500,ps
final_timing,timing.max_slew.rel_slack,37.37,%
final_timing,grt_setup_unrepaired,"no",
final_timing,worst-slew-pin-transition,934.4,ps
layout,drive_above_1_share,4.293,%
die,floorplan.core_area,14040,sq um
layout,layout.cells.most_common_list,"a21oi_1 (110), inv_1 (100), clkdlybuf4s50_1 (100)",
final_timing,post-route-period-util,72.06,%
die,pre_placement_core_utilization,41.35,%
global_route,global_route_track_usage_on_met2,47.58,%
route,detailedRoute.firstPassIterationCount,5,
critical_path,peak_fanout_along_the_critical_path,6,
place,hpwlAfterDp,16430,um
final_timing,final_max_slew_viols,0,
global_route,grt_util_met1,40.22,%
route,vias_per_cell,6.090,
critical_path,crit_path_cell_trace,"clkdlybuf4s50_1, inv_1, ha_1, fa_1, o21ba_1, or4_1, a21oi_1, a311oi_2, nor4_1, nor4_1, o41ai_2, o21ai_1, a2111oi_0, clkdlybuf4s50_1",
clock_tree,cts_repair_resize_count,0,
die,die_w,122.5,um
final_timing,layout_min_cycle_time,10380,ps
global_route,grt_pass1_wl,33640,um
final_timing,fmaxAchievable,96.37,MHz
run_status,status,"completed",
power,ir_worst_vdd,0.01800,mV
place,place_inst,1135,
global_route,grt_max_degree,34,
global_route,grt_pass1_vias,6501,
route,antenna_violating_nets_post_route,0,
layout,layout_top_cell_excl_fill_tap,"a21oi_1",
final_timing,timing.final.ws_setup,4023,ps
synthesis,yosys_warnings,1,
layout,ff_latch_area,0,sq um
global_route,gr-total-overflow,0,
critical_path,cpLargestDelayFamily,"AND-OR/OR-AND gates",
layout,instances_no_fill,1135,
route,finalWirelength,21160,um
global_route,grt_most_used_layer,"met2",
synthesis,yosys.stat.chipArea,5807,sq um
final_timing,hold_violations,0,
die,die_area,15000,sq um
synthesis,yosysCellCount,896,
critical_path,worstPathBufferInverterCount,3,
hold_path,holdCritPathClass,"in2out",
die,std_cell_rows,43,
flow_run,max-cap-violations,0,
critical_path,critical_path_class,"in2out",
layout,area_growth,19.44,%
critical_path,worst_path_max_delay_cell,"a2111oi_0",
route,antenna_cells_inserted,0,
route,routed-via-count,6912,
layout,area.combinational,5221,sq um
## synthesized netlist by cell type, drive strengths merged (8+ instances only)
master / n / area share, %
o22ai: 17 / 1.8
nor4: 10 / 1.2
o31ai: 15 / 2.0
xnor2: 31 / 4.7
a21oi: 110 / 9.5
inv: 102 / 6.6
o221ai: 16 / 2.4
nor3: 17 / 1.5
ha: 97 / 21
a211oi: 16 / 2.1
nor2: 95 / 6.1
o41ai: 8 / 2.1
a21o: 13 / 1.7
nand2: 53 / 3.4
nand2b: 13 / 1.4
a31oi: 9 / 0.97
o21bai: 15 / 1.9
clkbuf: 45 / 2.9
buf: 10 / 0.88
a221oi: 25 / 3.8
o21ai: 56 / 4.8
nor2b: 10 / 1.1
## metal layers
metal / routed length, um / up-vias
met3: 1292 / 43
met2: 9705 / 292
li1: - / 3388
met5: 0 / -
met4: 430 / 0
met1: 9733 / 3189
## cell type report
cell class	instances	share of cell area (%)
Inverter	102	5.520
Tap cell	180	3.247
Timing Repair Buffer	114	15.95
Multi-Input combinational cell	739	75.28
## power breakdown
part / internal (mW) / switching [mW] / total (mW)
clock network: 0 / 0 / 0
registers: 0 / 0 / 0
logic: 0.124 / 0.152 / 0.277
total: 0.124 / 0.152 / 0.277
## worst paths after layout
path / to / cells past startpoint / start
setup / recovery: resAdd[26] / 14 / A[0]
hold / removal: resAdd[0] / 7 / B[31]
## stage by stage
stage	hold WS [ps]	utilization, %	power [mW]	area (sq um)
after floorplan	5938	-	0.1683	5807
after global placement	7030	49.39	0.2739	6935
after detailed placement	7030	49.39	0.2717	6935
after CTS	7041	49.39	0.2736	6935
after global routing	7111	49.39	0.3057	6935
final	7021	49.39	0.2766	6935
## logic make-up after synthesis
group           Yosys count  synth area share [%]
buf+inv                 157                 10.39
compound gates          355                 41.76
xor+xnor                 32                 4.827
simple gates            246                 20.19
fa+ha+maj                99                 21.59
mux                       7                 1.250
No activity file was given, so power comes from the tool's default toggle rates.
