## flow/config.mk

```make
export PLATFORM = sky130hd
export DESIGN_NAME = DataMemory
export DESIGN_NICKNAME = DataMemory
export VERILOG_FILES = /design/flow/design.v
export SDC_FILE = /design/flow/constraint.sdc
export NUM_CORES = 4
export LEC_CHECK = 1
export CORE_UTILIZATION = 30
```

## flow/constraint.sdc

```tcl
current_design DataMemory

set clk_period 26.0
set clk_io_pct 0.2

create_clock -name clk0 -period $clk_period [get_ports {clk}]

set non_clock_inputs [all_inputs -no_clocks]
set_input_delay [expr $clk_period * $clk_io_pct] -clock clk0 $non_clock_inputs
set_output_delay [expr $clk_period * $clk_io_pct] -clock clk0 [all_outputs]
```

## flow/design.v

```verilog
package mips_pkg;
parameter ADDRESS_32_W = 32;
parameter DATA_32_W = ADDRESS_32_W;
parameter INSTR_32_W  = 32;
parameter REG_ADDR_W = 5;
parameter INSTR_OPCODE_W = 6;
parameter FUNCT3_W = 3;
parameter FUNCT7_W = 7;
parameter U_IMM_W = 25;
parameter PC_CNT_ADDR_WIDTH = 1024 ;
parameter PC_CNT_ADDR_SIZE = $clog2(PC_CNT_ADDR_WIDTH);
parameter GPIO_BYTE = 8;
parameter CLK_DIV_NAT = 4; 
parameter CLK_DIV = $clog2(CLK_DIV_NAT) ;  
parameter STACK_UPPER   = 32'h7fffeffc;
parameter TEXT_LOWER    = 32'h00400000;
parameter DATA_LOWER    = 32'h10010000;
parameter MMIO_LOWER    = 32'hffff0000;
typedef logic [REG_ADDR_W - 1:0] t_register_addr; 
typedef logic [ADDRESS_32_W - 1:0] t_pc_addr;
typedef struct packed {
    logic [6:0] funct7;
    logic [2:0] funct3;
    logic [6:0] opcode;
} t_current_operation;
parameter INST_OPCODE_MSB       = 6;
parameter INST_RD_LSB           = INST_OPCODE_MSB + 1;                   
parameter INST_RD_MSB           = INST_RD_LSB + REG_ADDR_W - 1;          
parameter INST_FUNCT3_LSB       = INST_RD_MSB + 1;                       
parameter INST_FUNCT3_MSB       = INST_FUNCT3_LSB + FUNCT3_W - 1;        
parameter INST_RS1_LSB          = INST_FUNCT3_MSB + 1;                   
parameter INST_RS1_MSB          = INST_RS1_LSB + REG_ADDR_W - 1;         
parameter INST_RS2_LSB          = INST_RS1_MSB + 1;                      
parameter INST_RS2_MSB          = INST_RS2_LSB + REG_ADDR_W - 1;         
parameter INST_FUNCT7_LSB       = INST_RS2_MSB + 1;                      
parameter INST_FUNCT7_MSB       = INST_FUNCT7_LSB + FUNCT7_W - 1;             
typedef enum logic [3:0] {
    ALU_ADD,     
    ALU_SUB,     
    ALU_SLL,     
    ALU_SLT,     
    ALU_ABS,     
    ALU_XOR,     
    ALU_SRL,     
    ALU_SRA,     
    ALU_OR,      
    ALU_AND      
} t_alu_opcode;
	parameter ZERO        = 6'b0;
	parameter ADD 		= 6'b100000;
	parameter AND 		= 6'b100100;
	parameter MULT        = 6'b011000;
	parameter MULTU       = 6'b011001;
	parameter OR          = 6'b100101;
	parameter SLT	        = 6'b101010;
	parameter SUB	        = 6'b100010;
	parameter XOR         = 6'b100110;
	parameter ADDI		= 6'b001000;
	parameter ADDIU		= 6'b001001;
	parameter BEQ 		= 6'b000100;
	parameter LW          = 6'b100011;
	parameter SW          = 6'b101011;
	parameter JUMP		= 6'b000010;
	parameter ABS         = 6'b100001;
typedef enum logic [INSTR_OPCODE_W-1:0] {
    NEM_ZERO        = 6'b0,
    NEM_ADD 		= 6'b100000,
    NEM_AND 		= 6'b100100,
    NEM_MULT        = 6'b011000,
    NEM_MULTU       = 6'b011001,
    NEM_OR          = 6'b100101,
    NEM_SLT	        = 6'b101010,
    NEM_SUB	        = 6'b100010,
    NEM_XOR         = 6'b100110,
    NEM_ADDI		= 6'b001000,
    NEM_ADDIU		= 6'b001001,
    NEM_BEQ 		= 6'b000100,
    NEM_LW          = 6'b100011,
    NEM_SW          = 6'b101011,
    NEM_JUMP		= 6'b000010,
    NEM_ABS         = 6'b100001
} t_instr_pnmen;
typedef enum {
    OP_ADD, 
    OP_SUB, 
    OP_XOR, 
    OP_OR, 
    OP_AND, 
    OP_SLL, 
    OP_SRL, 
    OP_SRA, 
    OP_SLT, 
    OP_SLTU,
    OP_ADDI, 
    OP_XORI, 
    OP_ORI, 
    OP_ANDI, 
    OP_SLLI, 
    OP_SRLI, 
    OP_SRAI, 
    OP_SLTI,
    OP_SLTIU, 
    OP_LB, 
    OP_LH, 
    OP_LW, 
    OP_LBU, 
    OP_LHU, 
    OP_JALR, 
    OP_ECALL, 
    OP_EBREAK,
    OP_SB, 
    OP_SH, 
    OP_SW,
    OP_BEQ, 
    OP_BNE, 
    OP_BLT, 
    OP_BGE, 
    OP_BLTU, 
    OP_BGEU,
    OP_JAL,
    OP_LUI, 
    OP_AUIPC,
    OP_NA
} t_instr_nmemonic;
typedef enum logic[REG_ADDR_W-1:0] { 
    ZZERO    = 5'd0,
    RA      = 5'd1,
    SP      = 5'd2,
    GP      = 5'd3,
    TP      = 5'd4,
    T0      = 5'd5,
    T1      = 5'd6,
    T2      = 5'd7,
    S0      = 5'd8,
    S1      = 5'd9,
    A0      = 5'd10,
    A1      = 5'd11,
    A2      = 5'd12,
    A3      = 5'd13,
    A4      = 5'd14,
    A5      = 5'd15,
    A6      = 5'd16,
    A7      = 5'd17,
    S2      = 5'd18,
    S3      = 5'd19,
    S4      = 5'd20,
    S5      = 5'd21,
    S6      = 5'd22,
    S7      = 5'd23,
    S8      = 5'd24,
    S9      = 5'd25,
    S10     = 5'd26,
    S11     = 5'd27,
    T3      = 5'd28,
    T4      = 5'd29,
    T5      = 5'd30,
    T6      = 5'd31
} t_instr_register;
parameter DATA_MAPPING_STACK_DIV = 512 / 2;
parameter MEM_MAP_STACK_UPPER_LIMIT = STACK_UPPER;                                      
parameter MEM_MAP_STACK_LOWER_LIMIT = MEM_MAP_STACK_UPPER_LIMIT - DATA_MAPPING_STACK_DIV;        
parameter MEM_MAP_DATA_LOWER_LIMIT = DATA_LOWER;
parameter MEM_MAP_DATA_UPPER_LIMIT = MEM_MAP_DATA_LOWER_LIMIT + DATA_MAPPING_STACK_DIV - 1;     
parameter MEM_MAP_TEXT_LOWER_LIMIT = TEXT_LOWER;
parameter MEM_MAP_TEXT_UPPER_LIMIT = MEM_MAP_TEXT_LOWER_LIMIT + 1024;
parameter MEM_MAP_MMIO_UPPER_LIMIT = MMIO_LOWER + 64;
parameter MEM_MAP_MMIO_LOWER_LIMIT = MMIO_LOWER;
endpackage
import mips_pkg::*;
module DataMemory #(
    parameter DATA_MEM_DEPTH = 16
)(
    input logic clk,
    input logic rst,
    input [$clog2(512) - 1:0] Address,      
    input logic MemWrite,               
    input logic [DATA_32_W - 1:0] WriteData,
    output logic [DATA_32_W - 1:0] ReadData
);
parameter DATA_BYTES = DATA_32_W/8;
logic [DATA_MEM_DEPTH - 1:0][DATA_32_W - 1:0] data_mem;
logic [DATA_MEM_DEPTH - 1:0][DATA_32_W - 1:0] data_mem_ff;
logic [$clog2(DATA_32_W) - 1:0] Address_allign;
logic error_addr;
assign Address_allign = Address >> 2;
assign error_addr = |(Address_allign % 4);
genvar depth;
generate
    for (depth = 0; depth < DATA_MEM_DEPTH; depth++) begin : g_data_mem 
        assign data_mem[depth] = (MemWrite & (depth == Address_allign))? WriteData : data_mem_ff[depth];
        always_ff @(posedge clk)					
		begin																
          if (rst) data_mem_ff[depth] <= '0 ;										
			else data_mem_ff[depth] <= data_mem[depth] ;												
		end  
    end
endgenerate
assign ReadData = (Address_allign < DATA_MEM_DEPTH) ? data_mem_ff[Address_allign] : 'b0;
endmodule
```

## flow/run.sh

```bash
#!/bin/bash
# OpenROAD 26Q1-2900-gdf79404cd8, Yosys 0.63+post, stock flow scripts
make -C /OpenROAD-flow-scripts/flow DESIGN_CONFIG=/design/flow/config.mk WORK_HOME=/design/flow/orfs finish
```

==> run summary <==
flow finished, numbers: status finished clean, post-CTS repair timing setup buffer count 0, hold crit path type flop to flop, sequential share of power 47.9%, Largest register FFs 512, # fillers 7860, number of max-cap violations 0, overall power 1650 uW, FP Core Util 30.5%, DRC 0, Tightest Pin Transition 0.833 ns, post-synthesis sequential area ratio 43.3%, number of antenna diodes 0, final core occ 33.6%, Dominant combinational family AND-OR/OR-AND gates, post-DP HPWL 38000 um, cell type with the largest total area dfxtp_1, worst setup path category input port to output port, first-pass GRT wire length 122000 um, Top cells by area dfxtp_1, a21oi_1, nand3_1, o21ai_0, mux4_2, logic gate share of total power 8.4%, P_leak 0.00794 uW, GP Congestion 0.784, warning total across the stage logs 39, final setup violation count 0, CP Max Fanout 96, Slowest-stage cell, CP buf_4, largest net degree at the start of global routing 129, GRT Residual Overflow 0, Post-Syn Area 0.0237 sq mm, clock buffer depth 3, worst path required time 20.80 ns, cts bufs inserted 50, Pint 1230 uW, Ys Warns 1, mean post-synth cell area 8.47 sq um, Clk pin slew, worst setup/hold paths 0.06 ns, Mux area share 11.8%, Finished Layout Cells 3642, Sum Neg Setup Slack 0 ns, post-CTS resize count 0, FF+latch count, synth 512, number of synthesized flops with an enable pin 0, Post-synth ARST share 0%, Synth Instances 2793, Worst setup SP type input port, chip area 0.0800 sq mm, P_sw 421 uW, aoi share 25.7%, and+or+nand+nor area frac 11.6%, wire per inst 21.4 um, CTS Sinks 512, global-route usage over all layers 19.9%, Root Buffer Master clkbuf_16, final slew viol count 0, Final Hold Fails 0, RSZ-0062 raised after global routing no, worst rel slew slack 44.3%, CTS tree done, vias in the first global route 20813, Iter 0 DRT Violations 1903, Max Fclk 0.0737 GHz, top cell family by delay on the critical path buffers and inverters, Syn-to-layout area delta 10.2%, switch share 25.4%, Die W 283 um, Clock Skew 0 ns, post-synthesis chip area from yosys 0.0237 sq mm, Top Ports 76, minimum clock period 13.57 ns, crit path capture type output port, yosys adder share 0%, top_reg_cell synth dfxtp_1, antenna violations before repair 10, Port Buffers 71, vias 21055, number of library cell types mapped by synthesis 33, Pre-Repair DR Iteration Count 5, Top cell area share 43.3%, clock latency on the worst-skew pair 0.59 ns, largest registers data_mem_ff: 512 flops, CP Cell Sequence buf_8 -> buf_12 -> buf_4 -> mux2i_1 -> a22o_1 -> o31ai_1 -> clkdlybuf4s50_1, die height 283 um, drt via density 5.78, Clock power frac 43.7%, power density over cell area 63.4 mW/mm^2, XOR Share, Synth 0%, largest reg by FF count data_mem_ff, Worst EP arrival 8.37 ns, worst stage delay on the critical path 0.59 ns, post-layout period usage 52.2%, remaining antenna violation count after routing 0, layout cells sized above 1 10.7%, placed insts 3553, Post-CTS Hold Buffers 0, final wirelength 77800 um, core area 0.0777 sq mm, CTS H-Tree Depth 2, FP Rows 102, yosys cell count 2793, worst path bufs/invs 4, worst IR drop on VDD 43.3 uV, Synth top cells by count a21oi_1, dfxtp_1, nand3_1
logic make-up after synthesis:
kind of cell | after synthesis
AOI/OAI and AO/OA | 1152
and+or+nand+nor | 535
DFF | 512
buffers and inverters | 402
muxes | 192
power by group through the flow:
stage	registers (uW)	logic (uW)	clock network, uW
after global routing	793	147	764
after CTS	792	138	733
final	792	139	723
path summary, 6_finish.rpt:
check / slack (ns) / cells after the start / end / start
hold reg to reg: 0.47 / 2 / data_mem_ff[409] / data_mem_ff[409]
hold / removal: 0.47 / 2 / data_mem_ff[409] / data_mem_ff[409]
setup reg to reg: 25.32 / 2 / data_mem_ff[28] / data_mem_ff[28]
setup / recovery: 12.43 / 7 / ReadData[12] / Address[3]
metrics by stage:
stage	setup WS (ns)	hold WS (ns)	area [sq um]
floorplan	14.41	0.440	23700
global placement	12.36	0.457	24500
detailed placement	12.34	0.461	24500
CTS	12.33	0.471	26100
global route	12.24	0.486	26100
finish	12.43	0.471	26100
area by class of cell:
cell class / count / area, sq um / share of cell area (%)
clock inverters: 5 / 28.8 / 0.110
multi-input cells: 1879 / 11800 / 45.1
clock buffers: 84 / 1570 / 6.02
repair buffers: 122 / 1170 / 4.48
well taps: 1040 / 1300 / 4.99
flip-flops and latches: 512 / 10200 / 39.3
cell usage in the layout, fill, tap and decap left out, types with 3 or more instances in the layout:
master and n:
nand3_1 512, buf_4 46, o21ai_0 471, mux4_2 64
nor2b_4 3, o21ai_1 40, o31ai_1 32, a21oi_1 512
clkdlybuf4s50_1 68, buf_12 5, dfxtp_1 512, clkbuf_1 16
a22o_1 32, mux2i_1 64, a22oi_1 32, mux2_2 64
o22ai_1 32, clkbuf_16 51, clkbuf_8 17, clkinv_2 4
worst register-to-register path: cells and delay by family (launching register included):
family / cells / cell delay [ns]
AND-OR/OR-AND: 2 / 0.28
flip-flops: 1 / 0.34
per-layer routing:
metal / part of all wire, % / track usage, %
met5: 0.14 / 0
met4: 2.7 / 4.92
met3: 8.7 / 5.67
met2: 46 / 31.1
met1: 43 / 27.5
Power figures rest on the tool's default switching activity, not on a simulated workload.
