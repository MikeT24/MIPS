`/design/flow/design.v`:
```
package mips_pkg;
parameter ADDRESS_32_W = 32;
parameter DATA_32_W = ADDRESS_32_W;
parameter INSTR_32_W  = 32;
parameter REG_ADDR_W = 5;
parameter INSTR_OPCODE_W = 6;
parameter FUNCT3_W = 3;
parameter FUNCT7_W = 7;
parameter U_IMM_W = 25;
parameter PC_CNT_ADDR_WIDTH = 1024 ;
parameter PC_CNT_ADDR_SIZE = $clog2(PC_CNT_ADDR_WIDTH);
parameter GPIO_BYTE = 8;
parameter CLK_DIV_NAT = 4; 
parameter CLK_DIV = $clog2(CLK_DIV_NAT) ;  
parameter STACK_UPPER   = 32'h7fffeffc;
parameter TEXT_LOWER    = 32'h00400000;
parameter DATA_LOWER    = 32'h10010000;
parameter MMIO_LOWER    = 32'hffff0000;
typedef logic [REG_ADDR_W - 1:0] t_register_addr; 
typedef logic [ADDRESS_32_W - 1:0] t_pc_addr;
typedef struct packed {
    logic [6:0] funct7;
    logic [2:0] funct3;
    logic [6:0] opcode;
} t_current_operation;
parameter INST_OPCODE_MSB       = 6;
parameter INST_RD_LSB           = INST_OPCODE_MSB + 1;                   
parameter INST_RD_MSB           = INST_RD_LSB + REG_ADDR_W - 1;          
parameter INST_FUNCT3_LSB       = INST_RD_MSB + 1;                       
parameter INST_FUNCT3_MSB       = INST_FUNCT3_LSB + FUNCT3_W - 1;        
parameter INST_RS1_LSB          = INST_FUNCT3_MSB + 1;                   
parameter INST_RS1_MSB          = INST_RS1_LSB + REG_ADDR_W - 1;         
parameter INST_RS2_LSB          = INST_RS1_MSB + 1;                      
parameter INST_RS2_MSB          = INST_RS2_LSB + REG_ADDR_W - 1;         
parameter INST_FUNCT7_LSB       = INST_RS2_MSB + 1;                      
parameter INST_FUNCT7_MSB       = INST_FUNCT7_LSB + FUNCT7_W - 1;             
typedef enum logic [3:0] {
    ALU_ADD,     
    ALU_SUB,     
    ALU_SLL,     
    ALU_SLT,     
    ALU_ABS,     
    ALU_XOR,     
    ALU_SRL,     
    ALU_SRA,     
    ALU_OR,      
    ALU_AND      
} t_alu_opcode;
	parameter ZERO        = 6'b0;
	parameter ADD 		= 6'b100000;
	parameter AND 		= 6'b100100;
	parameter MULT        = 6'b011000;
	parameter MULTU       = 6'b011001;
	parameter OR          = 6'b100101;
	parameter SLT	        = 6'b101010;
	parameter SUB	        = 6'b100010;
	parameter XOR         = 6'b100110;
	parameter ADDI		= 6'b001000;
	parameter ADDIU		= 6'b001001;
	parameter BEQ 		= 6'b000100;
	parameter LW          = 6'b100011;
	parameter SW          = 6'b101011;
	parameter JUMP		= 6'b000010;
	parameter ABS         = 6'b100001;
typedef enum logic [INSTR_OPCODE_W-1:0] {
    NEM_ZERO        = 6'b0,
    NEM_ADD 		= 6'b100000,
    NEM_AND 		= 6'b100100,
    NEM_MULT        = 6'b011000,
    NEM_MULTU       = 6'b011001,
    NEM_OR          = 6'b100101,
    NEM_SLT	        = 6'b101010,
    NEM_SUB	        = 6'b100010,
    NEM_XOR         = 6'b100110,
    NEM_ADDI		= 6'b001000,
    NEM_ADDIU		= 6'b001001,
    NEM_BEQ 		= 6'b000100,
    NEM_LW          = 6'b100011,
    NEM_SW          = 6'b101011,
    NEM_JUMP		= 6'b000010,
    NEM_ABS         = 6'b100001
} t_instr_pnmen;
typedef enum {
    OP_ADD, 
    OP_SUB, 
    OP_XOR, 
    OP_OR, 
    OP_AND, 
    OP_SLL, 
    OP_SRL, 
    OP_SRA, 
    OP_SLT, 
    OP_SLTU,
    OP_ADDI, 
    OP_XORI, 
    OP_ORI, 
    OP_ANDI, 
    OP_SLLI, 
    OP_SRLI, 
    OP_SRAI, 
    OP_SLTI,
    OP_SLTIU, 
    OP_LB, 
    OP_LH, 
    OP_LW, 
    OP_LBU, 
    OP_LHU, 
    OP_JALR, 
    OP_ECALL, 
    OP_EBREAK,
    OP_SB, 
    OP_SH, 
    OP_SW,
    OP_BEQ, 
    OP_BNE, 
    OP_BLT, 
    OP_BGE, 
    OP_BLTU, 
    OP_BGEU,
    OP_JAL,
    OP_LUI, 
    OP_AUIPC,
    OP_NA
} t_instr_nmemonic;
typedef enum logic[REG_ADDR_W-1:0] { 
    ZZERO    = 5'd0,
    RA      = 5'd1,
    SP      = 5'd2,
    GP      = 5'd3,
    TP      = 5'd4,
    T0      = 5'd5,
    T1      = 5'd6,
    T2      = 5'd7,
    S0      = 5'd8,
    S1      = 5'd9,
    A0      = 5'd10,
    A1      = 5'd11,
    A2      = 5'd12,
    A3      = 5'd13,
    A4      = 5'd14,
    A5      = 5'd15,
    A6      = 5'd16,
    A7      = 5'd17,
    S2      = 5'd18,
    S3      = 5'd19,
    S4      = 5'd20,
    S5      = 5'd21,
    S6      = 5'd22,
    S7      = 5'd23,
    S8      = 5'd24,
    S9      = 5'd25,
    S10     = 5'd26,
    S11     = 5'd27,
    T3      = 5'd28,
    T4      = 5'd29,
    T5      = 5'd30,
    T6      = 5'd31
} t_instr_register;
parameter DATA_MAPPING_STACK_DIV = 512 / 2;
parameter MEM_MAP_STACK_UPPER_LIMIT = STACK_UPPER;                                      
parameter MEM_MAP_STACK_LOWER_LIMIT = MEM_MAP_STACK_UPPER_LIMIT - DATA_MAPPING_STACK_DIV;        
parameter MEM_MAP_DATA_LOWER_LIMIT = DATA_LOWER;
parameter MEM_MAP_DATA_UPPER_LIMIT = MEM_MAP_DATA_LOWER_LIMIT + DATA_MAPPING_STACK_DIV - 1;     
parameter MEM_MAP_TEXT_LOWER_LIMIT = TEXT_LOWER;
parameter MEM_MAP_TEXT_UPPER_LIMIT = MEM_MAP_TEXT_LOWER_LIMIT + 1024;
parameter MEM_MAP_MMIO_UPPER_LIMIT = MMIO_LOWER + 64;
parameter MEM_MAP_MMIO_LOWER_LIMIT = MMIO_LOWER;
endpackage
module adder(
	input [3:0] a,
	input [3:0] b,
	input [1:0] xy,
	output logic [3:0] suma);
	always_comb begin
		case (xy)
			2'b01: suma = a + b;
			2'b10: suma = ~a + b + 1;
			default: suma = b;
		endcase
	end
endmodule
module counter(
	input shift,
	input clk,
	input rst,
	output logic done,
	output logic save);
	reg [2:0]count;
	always_ff @(posedge clk) begin
		if (rst) begin
			count <= 0;
		end
		else if (shift) begin
			count <= count + 1;
		end
	end
	assign save = (count == 3'b011)? 1:0 ;
	assign done = (count == 3'b100)? 1:0 ;
endmodule
module fsm( 
	input start,
	input rstFSM,
	input done,
	input clk,
	output logic enableFFin,  
	output logic load,		   
	output logic enableFijo,  
	output logic shift,
	output logic rst);
	logic [1:0] state;
	parameter IDLE = 2'b00;
	parameter INIT = 2'b01;
	parameter ADD = 2'b10;
	parameter SHIFT = 2'b11;
	always_comb begin  
		case(state)
			IDLE: begin
				load=0;
				enableFijo=1;
				shift=0;
				rst=1;
				enableFFin=1;
			end
			INIT: begin
				load=0;
				enableFijo=1;
				shift=0;
				rst=0;
				enableFFin=0;
			end
			ADD: begin
				load=1;
				enableFijo=0;
				shift=0;
				rst=0;
				enableFFin=0;
			end
			SHIFT: begin
				load=0;	
				enableFijo=0;
				shift=1;
				rst=0;
				enableFFin=0;
			end
		endcase
	end
	always_ff @(posedge clk) begin  
		if (rstFSM)
			state = IDLE;
		else begin 
			if(state == IDLE) begin
				if (start)
						state = INIT;
					else 
						state = IDLE;
			end
			else if(state == INIT)
				state = ADD;
			else if (state == ADD)
				state = SHIFT;
			else if (state == SHIFT)
				if (done)
					state = IDLE;
				else 
					state = ADD;
		end
	end 
	endmodule
module multiplier(
	input [3:0] a,						    
	input [3:0] b,
	input rstEx,
	input clk,
	input start,
	output logic [7:0] result,    			 
	output logic [7:0] out2,  			 
	output logic done,
	output logic minusMulti);
	logic [3:0] a2;							 
	logic [4:0] b2;							 
	assign b2 = {b[3:0],1'b0};  		 
	logic enableFFin;
	logic [4:0] b3;							 
	always_ff @ (posedge clk) begin      
		if(~rstEx) begin
			a2 <= 0;
			b3 <= 0;
		end
		else if (enableFFin) begin
			a2 <= a;
			b3 <= b2;
		end
	end
		logic enableFijo;
		logic [3:0] suma;
		logic shift;
		logic load;
		logic [4:0] registroFijo;
		logic [3:0] registroSuma;
		logic add;
		logic [1:0] xy;
		logic rst;
		logic save;
		logic saveTmp;
		fsm fsm (.start(start), .rstFSM(~rstEx), .done(done), .enableFFin(enableFFin), .load(load), .enableFijo(enableFijo), .shift(shift), .rst(rst), .clk(clk));
		registroChido register(.suma(suma), .multiplierIn(b3), .clk(clk), .shift(shift), .rst(rst), .enableFijo(enableFijo), .load(load), .registroFijo(registroFijo), .registroSuma(registroSuma));
		adder adder(.a(a2), .b(registroSuma), .xy(registroFijo[1:0]), .suma(suma));
		counter counterDone(.shift(shift), .clk(clk), .rst(rst), .done(done), .save(save));
		assign result = {registroSuma[3:0], registroFijo[4:1]};
		always_ff @ (posedge clk) begin          
			if(~rstEx)
				saveTmp <= 0;
			else
				saveTmp <= save;
		end
		always_ff @ (posedge clk) begin			 
		if(~rstEx)
			out2 <= 0;
		else if (saveTmp)
			out2 <= result;
		else
			out2 <= out2;
		end
		assign minusMulti = (a[3]^b[3]);
		endmodule
module registroChido(
	input [3:0] suma,
	input [4:0] multiplierIn,
	input clk,
	input shift,
	input rst,
	input enableFijo,
	input load,
	output logic [4:0] registroFijo,   
	output logic [3:0] registroSuma);  
		logic [3:0] tmpShift;
		assign tmpShift = registroSuma;
		always_ff @(posedge clk) begin   
		if (rst) begin
			registroSuma <= 0;
			registroFijo <= 0;
		end
		else if (load) begin						  
			registroSuma <= suma;
		end
		else if (enableFijo) begin				  
			registroFijo <= multiplierIn;
		end
		else if (shift) begin 					  
			registroFijo <= {registroSuma[0],registroFijo[4:1]};
			registroSuma <= {registroSuma[3],registroSuma[3:1]};
		end
	end
endmodule
```
`/design/flow/run.sh`:
```
#!/bin/bash
# OpenROAD 26Q1-2900-gdf79404cd8, Yosys 0.63+post, stock flow scripts
make -C /OpenROAD-flow-scripts/flow DESIGN_CONFIG=/design/flow/config.mk WORK_HOME=/design/flow/orfs finish
```
`/design/flow/config.mk`:
```
export PLATFORM = sky130hd
export DESIGN_NAME = multiplier
export DESIGN_NICKNAME = multiplier
export VERILOG_FILES = /design/flow/design.v
export SDC_FILE = /design/flow/constraint.sdc
export NUM_CORES = 4
export LEC_CHECK = 1
export CORE_UTILIZATION = 30
```
`/design/flow/constraint.sdc`:
```
current_design multiplier

set clk_period 1.8
set clk_io_pct 0.2

create_clock -name clk0 -period $clk_period [get_ports {clk}]

set non_clock_inputs [all_inputs -no_clocks]
set_input_delay [expr $clk_period * $clk_io_pct] -clock clk0 $non_clock_inputs
set_output_delay [expr $clk_period * $clk_io_pct] -clock clk0 [all_outputs]
```
==> flow_summary.yaml <==
# implementation run metrics
setup_path:
  end_kind: "register"
  path_class: "register to register"
  startpoint_type: "register"
  arrival_ns: 2.02
  crit_required_ns: 2.02
  critPathMaxFanout: 2
finish:
  final_cells: 293
  fillers: 508
  drive_gt1_share_pct: 21.5
  area_delta_synth_final_pct: 42.3
clock_tree:
  cts_tree: "done"
  htree_levels: 2
  cts_buffers: 5
  clk_pin_slew_ns: 0.07
  root_buffer: "clkbuf_8"
  cts_hold_buf: 0
  clk_latency_ns: 0.28
  clk_path_buf_depth: 2
  clock_sinks: 33
sta:
  whs_ns: 0.464
  period_minus_slack_ns: 1.80
  setup_ws_ns: -0.000596
  rsz0062_at_grt: "true"
  fmax_ghz: 0.555
  relSlewSlack_pct: 66.3
  finalMaxSlewViolations: 0
  clock_skew_ns: 0.00369
  hold_violations: 0
  setup_viol: 1
  tightest_slew_ns: 0.504
  min_period_over_period_pct: 100
routing:
  wl_met1_um: 1720
  post_drt_wl_per_cell_um: 11.4
  avgViaCountPerCell: 4.45
  num_vias: 1304
  dr.pass1.iters: 4
  initialDrtViolationCount: 41
  route.met2.wl_um: 1450
  met3_length_um: 118
  drc: 0
  ant_nets: 0
  wl_um: 3330
  antenna-diode-count: 0
  dr.max_layer_used: "met4"
synthesis:
  ys_warn_count: 5
  synth.avg_cell_area_um2: 8.89
  ys_area_mm2: 0.00158
  netlist-cell-type-count: 33
  synth_top_flop_cell: "dfxtp_1"
  top_cells_by_count: "dfxtp_1 (33), nand2_1 (28), inv_1 (12), nor2_1 (12)"
  edf_count: 0
  synthArstFlopShare_pct: 0
  top_cell_area_share_pct: 41.7
  ys_cells: 178
  ys_seq_share_pct: 41.7
  yosysTopAreaCell: "dfxtp_1"
  synth_cells: 178
  numSynthFlops: 33
  top_cells_by_area: "dfxtp_1 (42%), ha_1 (8.7%), mux2i_1 (7.0%)"
  top_cell: "dfxtp_1"
  netlist_area_mm2: 0.00158
grt:
  grt_pass1_wl_um: 5350
  grt_max_degree: 23
  grt_pass1_vias: 1185
  antenna_found_initial: 0
  grt_usage_pct: 12.9
  grt_overflow: 0
place:
  place_hpwl_um: 2320
  port_buffers: 28
  dp_cells: 283
  gp_congestion: 0.841
die:
  num_io_pins: 29
  core_mm2: 0.00511
  die_x_um: 74.6
  chipArea_mm2: 0.00557
  initCoreUtil_pct: 31.0
  core.rowCount: 26
  die_height_um: 74.6
flow_run:
  maxCapViolations: 0
  warning_count: 31
power:
  p_leak_nw: 0.844
  power_density_mw_per_mm2: 674
  fin_total_pwr_mw: 1.52
  peakVddDrop_v: 0.000387
run_status:
  violations: "setup timing"
  status: "finished, violations left"
hold_path:
  hp-class: "register to register"
-- flip-flops by register name (all words and copies together) (netlist names) --
signal and flops:
out2 8, register.registroFijo 5, a2 4, b3 4, fsm.state 4, register.registroSuma 4, counterDone.count 3, saveTmp 1
-- cells in the final DEF, fill, tap and decap left out, types with 6 or more instances in the layout --
| master | instances |
|---|---|
| dfxtp_1 | 28 |
| buf_4 | 20 |
| clkdlybuf4s50_1 | 26 |
| a21oi_1 | 10 |
| nor2b_1 | 9 |
| a21boi_0 | 8 |
| clkbuf_8 | 6 |
| mux2i_1 | 11 |
| nor2_1 | 11 |
| inv_1 | 10 |
| nand2_1 | 27 |
-- where the power goes --
group	switching (mW)	internal, mW
clock network	0.259	0.303
logic	0.0784	0.0984
registers	0.0246	0.754
-- what timing repair did --
item / CTS / global route
pin swaps: 2 / 9
setup buffers: 0 / 3
endpoints found under the setup margin: 3 / 3
resized: 5 / 20
-- cell type report --
type | count | area [um2] | share of cell area [%]
inverters | 12 | 45.0 | 2.00
multi-input cells | 122 | 925 | 41.1
clock buffers | 7 | 86.3 | 3.83
well taps | 70 | 87.6 | 3.89
repair buffers | 49 | 439 | 19.5
flip-flops and latches | 33 | 669 | 29.7
-- routing by layer --
| layer | vias to the layer above | GRT usage (%) |
|---|---|---|
| met5 | - | 0 |
| li1 | 674 | - |
| met2 | 23 | 20.0 |
| met3 | 5 | 3.39 |
| met1 | 602 | 19.1 |
| met4 | 0 | 1.68 |
-- logic make-up after synthesis --
group	Yosys count	synth area share [%]
XOR/XNOR	3	1.66
multiplexers	11	6.96
adder cells (fa/ha/maj)	13	11.2
flip-flops	33	41.7
AND/OR/NAND/NOR	63	18.8
AND-OR/OR-AND	32	13.3
buffers and inverters	23	6.32
-- final timing paths --
check,startpoint,to,slack [ns],depth (start not counted)
max,a2[1],register.registroSuma[3],-0.0006,7
min reg2reg,b3[2],b3[2],0.46,2
max reg2reg,a2[1],register.registroSuma[3],-0.0006,7
min,b3[2],b3[2],0.46,2
-- critical path: stages (launching register included) --
cell and delay [ns]:
dfxtp_2 0.33, inv_2 0.05, ha_4 0.27, nand2b_4 0.04, a31o_1 0.22, o21a_1 0.18
or4_1 0.50, a21oi_1 0.15
-- stage by stage --
stage | util, % | cell area (um2) | TNS, ns | setup slack, ns
after detailed placement | 39.9 | 2040 | -0.0539 | -0.0350
after floorplan | - | 1590 | 0 | 0.0318
final | 44.1 | 2250 | -0.000596 | -0.000596
after CTS | 41.7 | 2130 | 0 | 0.0178
after global routing | 44.1 | 2250 | -0.0498 | -0.0386
after global placement | 39.9 | 2040 | -0.0219 | -0.0219
Power is estimated from default activity; no workload was simulated.
